**design/flow/constraint.sdc**
```tcl
current_design Datapath

set clk_period 1.9
set clk_io_pct 0.2

create_clock -name clk0 -period $clk_period [get_ports {clk_in}]

set non_clock_inputs [all_inputs -no_clocks]
set_input_delay [expr $clk_period * $clk_io_pct] -clock clk0 $non_clock_inputs
set_output_delay [expr $clk_period * $clk_io_pct] -clock clk0 [all_outputs]
```
**design/flow/config.mk**
```make
export PLATFORM = sky130hd
export DESIGN_NAME = Datapath
export DESIGN_NICKNAME = Datapath
export VERILOG_FILES = /design/flow/design.v
export SDC_FILE = /design/flow/constraint.sdc
export NUM_CORES = 4
export LEC_CHECK = 1
export CORE_AREA = 10 10 70 70
export DIE_AREA = 0 0 80 80
```
**design/flow/run.sh**
```bash
#!/bin/bash
# OpenROAD 26Q1-2900-gdf79404cd8, Yosys 0.63+post, stock flow scripts
make -C /OpenROAD-flow-scripts/flow DESIGN_CONFIG=/design/flow/config.mk WORK_HOME=/design/flow/orfs finish
```
**design/flow/design.v**
```verilog
`timescale 1ns / 1ps
module ALU(op, operand1, operand2, result);
  input op;
  input [7:0] operand1;
  input [7:0] operand2;
  output reg [7:0] result;
  always @* begin
      case(op)
        1'b1 : begin result = operand1 + operand2; end
        1'b0 : begin result = operand1 - operand2; end
      endcase
   end
endmodule
`timescale 1ns / 1ps
module Control_Unit(op, RegWrite, ALUSrc, MEM, RegOrSign, ALUorMEM, Jump);
    input [2:0]op;
    output reg [2:0]RegWrite;  
    output reg ALUSrc;  
    output reg MEM;  
    output reg RegOrSign;  
    output reg ALUorMEM;  
    output reg Jump;  
    always @* begin
    case(op)
        3'b100: begin 
        RegWrite = 3'b001;
        ALUSrc = 1'b1;  
        RegOrSign = 1'b0;
        ALUorMEM = 1'b0;
        Jump = 1'b0;
    end
        3'b101: begin 
        RegWrite = 3'b100;
        ALUSrc = 1'b1;
        RegOrSign = 1'b1;
        ALUorMEM = 1'b0;
        Jump = 1'b0;
    end
        3'b110: begin 
        RegWrite = 3'b010;
        ALUSrc = 1'b0; 
        RegOrSign = 1'b0;
        ALUorMEM = 1'b0;
        Jump = 1'b0;
    end
        3'b001: begin 
        RegWrite = 3'b011;
        ALUSrc = 1'b1;
        MEM = 1'b1;
        RegOrSign = 1'b1;
        ALUorMEM = 1'b1;
        Jump = 1'b0;
    end
        3'b010: begin 
        RegWrite = 3'b000;
        ALUSrc = 1'b1;
        MEM = 1'b0;
        RegOrSign = 1'b1;
        ALUorMEM = 1'b0;
        Jump = 1'b0;
    end
        3'b011: begin 
        RegWrite = 3'b000;
        ALUSrc = 1'b0;
        RegOrSign = 1'b1;
        ALUorMEM = 1'b0;
        Jump = 1'b1;
    end    
    endcase
end
endmodule
`timescale 1ns / 1ps
module Data_MEM(op, address, write_data, data_out);
  input op;  
  input [7:0] address;  
  input [7:0] write_data;  
  output reg [7:0]data_out;  
  reg [7:0]Data_MEM[255:0];  
  initial
  begin   
	Data_MEM[0] = 8'b00000000;
	Data_MEM[1] = 8'b00000000;  
	Data_MEM[2] = 8'b00000000;
	Data_MEM[3] = 8'b00000000;
	Data_MEM[4] = 8'b00000000;
	Data_MEM[5] = 8'b00000000;
	Data_MEM[6] = 8'b00000000;
	Data_MEM[7] = 8'b00000000;
	Data_MEM[8] = 8'b00000000;
	Data_MEM[9] = 8'b00000000;
	Data_MEM[10] = 8'b00000000;
	Data_MEM[18] = 8'b00000011;
  end
  always @* begin
  	case(op)
    	1'b1 : begin  data_out = Data_MEM[address]; end
    	1'b0 : begin  Data_MEM[address] = write_data; end
  	endcase
   end
endmodule
`timescale 1ns / 1ps
module Datapath(clk_in, displayInstruction, operationCode, ALUorMEMOut, jumpOut);
    input clk_in;
    output [7:0]displayInstruction;
    output[2:0]operationCode;
    output ALUorMEMOut;
    output jumpOut;
    wire [7:0] address;
    wire clock;
    wire [2:0]op; 
    wire [2:0] RegWrite; 
    wire ALUSrc; 
    wire MEM; 
    wire RegOrSign;
    wire rs, rt;
    wire [7:0]data;
    wire [7:0] rs_out; 
    wire [7:0] rd_out;
    wire ALUorMEM;
    wire Jump;
    wire [7:0]addressOUT;
    wire [7:0]instructionOUT;
    wire [7:0]SignEx;  
    wire [7:0]MuxOut;
    wire [7:0]ALUdata;
    wire [7:0]imm;
    wire [7:0]MEMout;
    wire [7:0]MUX2OUT;
    wire [7:0]NexInstruction;
    wire [7:0]JumpAddress;
    wire [7:0]MuxAddress;
    PC ProgramCounter(clk_in, address, addressOUT);
    Instruction_MEM InstructionMemory(addressOUT, instructionOUT);
    assign displayInstruction = instructionOUT;
    assign op = instructionOUT[7:5];  
    Control_Unit ControlUnit(op, RegWrite, ALUSrc, MEM, RegOrSign, ALUorMEM, Jump);
    assign operationCode = op;
    assign ALUorMEMOut = ALUorMEM;
    assign jumpOut = Jump;
    assign rs = instructionOUT[3];
    assign rt = instructionOUT[4];
    Sign_Extend SignExtend(instructionOUT[2:0], imm);
    RegMod RegisterModule(rs, rt, data, RegWrite, rs_out, rd_out);
    MUX MUX(rd_out, imm, RegOrSign, MuxOut);
    ALU ALU(ALUSrc, rs_out, MuxOut, ALUdata);
    Data_MEM DataMemory(MEM, ALUdata, rd_out, MEMout);
    MUX MUX1(ALUdata , MEMout, ALUorMEM, data);
    PCAdder PC_Adder( addressOUT, instructionOUT[4:0], Jump, address);
endmodule 
`timescale 1ns / 1ps
module Instruction_MEM(address, Ins_output);
  input [7:0]address;  
  output [7:0]Ins_output;  
  reg [7:0]Instruction_MEM[255:0];  
  initial 
  begin   
    Instruction_MEM[0] = 8'b01001001;  
    Instruction_MEM[1] = 8'b00111000;  
    Instruction_MEM[2] = 8'b10011000;  
    Instruction_MEM[3] = 8'b10100010;  
    Instruction_MEM[4] = 8'b01100111;  
    Instruction_MEM[5] = 8'b00000000; 
    Instruction_MEM[6] = 8'b00000000;
    Instruction_MEM[7] = 8'b11010000;  
    Instruction_MEM[8] = 8'b00000000;
    Instruction_MEM[9] = 8'b00000000;
    Instruction_MEM[10] = 8'b00000000;
  end 
  assign Ins_output = Instruction_MEM[address];  
endmodule
`timescale 1ns / 1ps
module MUX(Regvalue ,SignExtend ,sel , out);
  input [7:0]Regvalue;
  input [7:0]SignExtend;  
  input sel;  
  output reg [7:0]out;  
  always @* begin
      case(sel)
        1'b1 : begin out = SignExtend; end
        1'b0 : begin out = Regvalue; end
      endcase
   end
  endmodule
`timescale 1ns / 1ps
module PC(clock, addressIN, addressOUT);
  input clock;
  input [7:0] addressIN;
  output reg [7:0] addressOUT;
  reg reset;
    initial 
     begin
        reset = 1'b1;
        addressOUT = 8'b00000000; 
    end
  always @ (posedge clock) begin
   if(reset == 1'b1) begin
   addressOUT=8'b00000000;
   reset = 1'b0; end
   else begin
   addressOUT = addressIN;end
   end 
endmodule
`timescale 1ns / 1ps
module PCAdder(address, instruct, Jump, PCconnect);
        input Jump;
        input [7:0]address;
        input [4:0]instruct;
        output reg [7:0]PCconnect;
    always @* begin
          case(Jump)
            1'b1 : begin PCconnect = instruct; end  
            1'b0 : begin PCconnect = address + 1'b1 ; end  
          endcase
       end
endmodule
`timescale 1ns / 1ps
module RegMod(
  input rs_in,  
  input rd_in,  
  input [7:0] data_in,  
  input [2:0]opcode,   
  output [7:0] rs_out,  
  output [7:0] rd_out  
	);
    reg [7:0]rd_out;
    reg [7:0]rs_out;
  	reg [7:0] reg0;
    reg [7:0] reg1;
    initial begin
        reg0 = 8'b00000110;  
        reg1 = 8'b00010010;  
    end
        always @ (rs_in, rd_in, opcode) begin
              if (opcode == 3'b001 | 3'b010 | 3'b100) begin  
                case (rs_in)
                     1'b0 : rs_out  = reg0;
                     1'b1 : rs_out = reg1;
                     endcase 
                case (rd_in)
                    1'b0 : rd_out  = reg0;
                    1'b1 : rd_out = reg1;
                     endcase 
              end
              if (opcode == 3'b011)begin  
                case (rs_in)
                    1'b0 : rs_out  = reg0;
                    1'b1 : rs_out = reg1;
                endcase
              end 
              if (opcode == 3'b010)begin 
                case (rs_in)
                     1'b0 : rs_out  = reg0;
                     1'b1 : rs_out = reg1;
                     endcase 
                case (rd_in)
                    1'b0 : rd_out  = reg0;
                    1'b1 : rd_out = reg1;
                     endcase 
              end
            end
          always @(data_in) begin
                case(rd_in)
                   1'b0 : reg0 = data_in;
                   1'b1 : reg1 = data_in;
                endcase
                        end
endmodule
`timescale 1ns / 1ps
module Sign_Extend(in, out);
  input signed [2:0] in;
  output signed [7:0] out;
  assign out = in;
endmodule
```
==> insert_results.sql <==
-- metrics for the results database
INSERT INTO impl_metrics (metric_group, metric, value, unit) VALUES
('global_routing', 'first_global_vias', '503', ''),
('status', 'run_status', 'complete, no violations', ''),
('detailed_routing', 'met2_wirelength', '630', 'µm'),
('flow_run', 'maxCapViolations', '0', ''),
('die', 'initial_core_util', '14.0', '%'),
('setup_path', 'worst_r2r_path_depth', '4', ''),
('final_timing', 'fin_crit_sh', '97.8', '%'),
('final_timing', 'worst_clock_skew', '0.971', 'ps'),
('setup_path', 'worst_setup_path_endpoint', 'operationCode[1]', ''),
('global_routing', 'grt_max_degree', '14', ''),
('detailed_routing', 'drc_errors', '0', ''),
('clocking', 'cts_buffers', '3', ''),
('power_and_ir_drop', 'leakage_power_of_the_design', '0.417', 'nW'),
('setup_path', 'endpoint_kind', 'output port', ''),
('power_and_ir_drop', 'pwr_density_cell', '1810', 'nW/µm²'),
('clocking', 'worst_setup_hold_path_clk_slew', '40', 'ps'),
('clocking', 'cts.htree.levels', '1', ''),
('clocking', 'tritoncts', 'built', ''),
('synth', 'topCellsByArea', 'sky130_fd_sc_hd__dfxtp_1 (21%), sky130_fd_sc_hd__a21oi_1 (9.4%), sky130_fd_sc_hd__ha_1 (7.8%)', ''),
('setup_path', 'critical_setup_path_kind', 'reg -> out', ''),
('placed_design', 'placement.io_buffers', '13', ''),
('detailed_routing', 'wl', '1330', 'µm'),
('global_routing', 'antenna_found_initial', '0', ''),
('final_timing', 'post-route-min-period', '1860', 'ps'),
('synth', 'post_synth_most_frequent_cells', 'sky130_fd_sc_hd__a21oi_1 (9), sky130_fd_sc_hd__dfxtp_1 (5), sky130_fd_sc_hd__nand2b_1 (4), sky130_fd_sc_hd__nor2_1 (4)', ''),
('synth', 'postSynth.topFlopCell', 'sky130_fd_sc_hd__dfxtp_1', ''),
('synth', 'numSynthFlops', '7', ''),
('clocking', 'clockBufferDepth', '2', ''),
('detailed_routing', 'wl_met1', '597', 'µm'),
('flow_run', 'warning_count', '29', ''),
('detailed_routing', 'routed_length_per_placed_instance', '9.87', 'µm'),
('setup_path', 'worstReg2RegEnd', 'ProgramCounter.addressOUT[2]$_SDFF_PP0_', ''),
('detailed_routing', 'num_vias', '506', ''),
('global_routing', 'global_route_wire_length_before_repair', '2140', 'µm'),
('synth', 'yosys.cell_count.top_type', 'sky130_fd_sc_hd__a21oi_1', ''),
('setup_path', 'worstSetupStartpoint', 'ProgramCounter.addressOUT[0]$_SDFF_PP0_', ''),
('final_timing', 'maxSlewViolCount', '0', ''),
('setup_path', 'cp-start-kind', 'flop', ''),
('die', 'fp.dieH', '80', 'µm'),
('final_timing', 'unclocked_regs', '2', ''),
('synth', 'yosys.stat.chipArea', '479', 'µm²'),
('setup_path', 'timing.reg2reg.setup_slack', '600', 'ps'),
('power_and_ir_drop', 'total_power', '1.55', 'mW'),
('detailed_routing', 'ant_nets', '0', ''),
('placed_design', 'placement.cell_area', '709', 'µm²'),
('final_timing', 'untimed_endpoints', '4', ''),
('detailed_routing', 'drt_pre_antenna_iters', '4', ''),
('setup_path', 'timing.critical_path.fanout_max', '2', ''),
('final_timing', 'grt_setup_unrepaired', 'true', ''),
('final_layout', 'layout-drive-gt1-share', '41.6', '%'),
('setup_path', 'worst_ep_arrival_time', '1480', 'ps'),
('synth', 'synth.cell_area', '479', 'µm²'),
('worst_hold_path', 'hold_path_class', 'reg -> reg', ''),
('detailed_routing', 'routed.top_layer', 'met3', ''),
('clocking', 'clkLatencyLatePin', '230', 'ps'),
('detailed_routing', 'detail_route.vias_per_cell', '3.75', ''),
('placed_design', 'dp_slack', '-148', 'ps'),
('synth', 'synth_cell_types', '30', ''),
('synth', 'synth-async-reset-ratio', '0', '%'),
('placed_design', 'dp_hpwl', '969', 'µm'),
('global_routing', 'groute.usage.overall', '3.93', '%'),
('final_timing', 'hold_viol', '0', ''),
('final_layout', 'finish.instance_area', '860', 'µm²'),
('clocking', 'cts.root.buffer_cell', 'sky130_fd_sc_hd__clkbuf_4', ''),
('synth', 'post-synth-top-area-cell', 'sky130_fd_sc_hd__dfxtp_1', ''),
('detailed_routing', 'route.antenna.diode_count', '0', ''),
('global_routing', 'grt-ovfl-total', '0', ''),
('power_and_ir_drop', 'max_ir_drop_vdd', '0.000417', 'V'),
('die', 'design.die.area', '6400', 'µm²'),
('die', 'design.portCount', '14', '');
[flip-flops by register name, indices dropped and copies added, names as in the netlist]
signal,cells
ControlUnit.ALUorMEM,1
ControlUnit.Jump,1
ProgramCounter.addressOUT,4
ProgramCounter.reset,1
[cell usage in the layout, fill, tap and decap left out, types with 2 or more instances in the layout]
cell | synthesis | final
sky130_fd_sc_hd__buf_4 | 3 | 14
sky130_fd_sc_hd__a21oi_1 | 9 | 5
sky130_fd_sc_hd__dfxtp_2 | 0 | 4
sky130_fd_sc_hd__nand2b_1 | 4 | 4
sky130_fd_sc_hd__nor2_1 | 4 | 4
sky130_fd_sc_hd__dlymetal6s2s_1 | 0 | 4
sky130_fd_sc_hd__a21oi_2 | 0 | 3
sky130_fd_sc_hd__clkbuf_4 | 0 | 3
sky130_fd_sc_hd__clkdlybuf4s50_1 | 0 | 3
sky130_fd_sc_hd__dlygate4sd2_1 | 0 | 3
sky130_fd_sc_hd__dlxtn_1 | 2 | 2
sky130_fd_sc_hd__or2b_1 | 2 | 2
sky130_fd_sc_hd__inv_2 | 0 | 2
sky130_fd_sc_hd__nand2_1 | 3 | 2
sky130_fd_sc_hd__o21ai_0 | 2 | 2
sky130_fd_sc_hd__ha_4 | 0 | 2
sky130_fd_sc_hd__clkdlybuf4s15_1 | 0 | 2
sky130_fd_sc_hd__buf_6 | 0 | 2
[critical path, cell delays in order, from the launching register on]
cell and delay, ps:
sky130_fd_sc_hd__dfxtp_2 330, sky130_fd_sc_hd__inv_2 50, sky130_fd_sc_hd__ha_4 230, sky130_fd_sc_hd__or2b_1 250
sky130_fd_sc_hd__a21oi_2 160, sky130_fd_sc_hd__buf_4 130, sky130_fd_sc_hd__clkbuf_2 80
[routing by layer]
metal,track usage (%),up-vias
li1,-,264
met1,4.31,234
met2,7.06,8
met3,1.48,0
met4,0.704,0
met5,0,-
[cell type report]
| type | instances | area (µm²) |
|---|---|---|
| multi-input combinational | 46 | 370 |
| timing repair buffer | 29 | 259 |
| fill | 361 | 2560 |
| inverter | 3 | 11.3 |
| sequential | 7 | 135 |
| clock buffer | 4 | 26.3 |
| tap | 46 | 57.6 |
[worst min path at each step]
stage | to | slack, ps | cells past startpoint
after global routing | ProgramCounter.addressOUT[3]$_SDFF_PP0_ | 500 | 1
final | ProgramCounter.addressOUT[3]$_SDFF_PP0_ | 450 | 1
after CTS | ProgramCounter.addressOUT[3]$_SDFF_PP0_ | 460 | 1
[kinds of logic after synthesis]
kind of cell	synth area share, %
latches	6.27
other cells	0.783
flops	20.9
buf+inv	9.14
fa+ha+maj	7.83
compound gates	26.1
simple gates	29.0
[metrics by stage]
stage	TNS [ps]	hold slack (ps)	instances	util, %
finish	0	454	135	25.2
global route	-8.40	502	135	25.2
CTS	-353	460	131	23.1
detailed placement	-295	453	125	20.8
global placement	-152	445	125	20.8
floorplan	0	425	61	-
[power breakdown]
| part | leakage, nW | internal [mW] | total [mW] | switching [mW] |
|---|---|---|---|---|
| combinational | 0.344 | 0.718 | 1.14 | 0.418 |
| clock | 0.0150 | 0.0791 | 0.118 | 0.0389 |
| sequential | 0.0583 | 0.207 | 0.300 | 0.0925 |
| total | 0.417 | 1.00 | 1.55 | 0.549 |
[timing repair]
| action | CTS | global route |
|---|---|---|
| gates cloned | 0 | 0 |
| setup endpoints to repair | 11 | 6 |
| pin swaps | 5 | 5 |
| buffers inserted | 2 | 4 |
| resized | 18 | 18 |
No activity file was given, so power comes from the tool's default toggle rates.
